[/design/flow/run.sh]
#!/bin/bash
# OpenROAD 26Q1-2900-gdf79404cd8, Yosys 0.63+post, stock flow scripts
make -C /OpenROAD-flow-scripts/flow DESIGN_CONFIG=/design/flow/config.mk WORK_HOME=/design/flow/orfs finish
[/design/flow/config.mk]
export PLATFORM = sky130hd
export DESIGN_NAME = Computation
export DESIGN_NICKNAME = Computation
export VERILOG_FILES = /design/flow/design.v
export SDC_FILE = /design/flow/constraint.sdc
export NUM_CORES = 4
export LEC_CHECK = 1
export CORE_UTILIZATION = 50
[/design/flow/constraint.sdc]
current_design Computation

set clk_period 5.8
set clk_io_pct 0.2

create_clock -name clk0 -period $clk_period [get_ports {Clk}]

set non_clock_inputs [all_inputs -no_clocks]
set_input_delay [expr $clk_period * $clk_io_pct] -clock clk0 $non_clock_inputs
set_output_delay [expr $clk_period * $clk_io_pct] -clock clk0 [all_outputs]
[/design/flow/design.v]
`timescale  1ns / 1ps
module Computation(
    Clk                     ,
    Rst                     ,
	In_enable				,
	Out_done				,
	In_rcv_dout				,
	Out_rcv_rd_en			,
	Out_snd_din				,
	Out_snd_wr_en			
);
parameter       TCQ                             = 1                     ;
parameter       STA_IDLE                        = 4'h0                  ;
parameter       STA_READING                   	= 4'h1                  ;
parameter       STA_ROUND                   	= 4'h2                  ;
parameter       STA_ROUND_DONE                  = 4'h3                  ;
parameter       STA_WRITING                     = 4'h4                  ;
parameter       STA_COMPUTING_DONE              = 4'h5                  ;
input   wire                                    Clk                     ;
input   wire                                    Rst                     ;
input   wire                                    In_enable               ;
output  wire                                    Out_done                ;
input   wire   [31:0]                           In_rcv_dout				;
output  wire									Out_rcv_rd_en			;	
output  wire   [31:0]                           Out_snd_din				;
output  wire									Out_snd_wr_en			;
reg												out_done				;
reg                                         	out_rcv_rd_en			;
reg    [31:0]                                  	out_snd_din				;
reg											    out_snd_wr_en			;
reg    [31:0]                                  	rcv_dout				;
reg    [31:0]                                  	tmp						;
reg    [7:0]									cnt_round				;
assign Out_done = out_done;
assign Out_rcv_rd_en = out_rcv_rd_en;
assign Out_snd_din = out_snd_din;
assign Out_snd_wr_en = out_snd_wr_en;
reg     [7:0]                           curr_state            			;
reg     [7:0]                           next_state            			;
always @(posedge Clk) begin
    if(Rst == 1'b1)
        curr_state <= #TCQ STA_IDLE;
    else
        curr_state <= #TCQ next_state;
end
always @( * ) begin
    case(curr_state)
        STA_IDLE            : begin
            if(In_enable)
                next_state = STA_READING;
            else
                next_state = STA_IDLE;
        end
        STA_READING         : begin
            next_state = STA_ROUND;
        end
        STA_ROUND 			: begin
            next_state = STA_ROUND_DONE;
        end
        STA_ROUND_DONE   	: begin
			next_state = STA_WRITING;
        end
        STA_WRITING       	: begin
			if(cnt_round < 8'd4)
				next_state = STA_READING;
			else if(cnt_round == 8'd4) 
				next_state = STA_COMPUTING_DONE;
        end		
		STA_COMPUTING_DONE	: begin
			next_state = STA_IDLE;
		end
        default             : begin
            next_state = STA_IDLE;
        end
    endcase
end
always @(posedge Clk) begin
    if(Rst == 1'b1) begin
        out_rcv_rd_en       	<= #TCQ 1'b0;
		out_snd_wr_en 			<= #TCQ 1'b0;
        out_snd_din     		<= #TCQ 32'd0; 
		rcv_dout				<= #TCQ 32'd0;
		out_done       			<= #TCQ 1'b0;	
		cnt_round				<= #TCQ 8'd0;
    end
    else case(curr_state)
        STA_IDLE            : begin
			out_rcv_rd_en       	<= #TCQ 1'b0;
			out_snd_wr_en 			<= #TCQ 1'b0;
			out_snd_din     		<= #TCQ 32'd0; 
			rcv_dout				<= #TCQ 32'd0;
			out_done       			<= #TCQ 1'b0;	
			cnt_round				<= #TCQ 8'd0;
        end
        STA_READING       	: begin
			out_snd_wr_en     		<= #TCQ 1'b0;
			out_snd_din     		<= #TCQ 32'd0; 
			out_rcv_rd_en       	<= #TCQ 1'b1;
			rcv_dout				<= #TCQ In_rcv_dout;
        end
        STA_ROUND       	: begin
            out_rcv_rd_en       	<= #TCQ 1'b0;
			tmp       				<= #TCQ {rcv_dout[7:0], rcv_dout[15:8], rcv_dout[23:16], rcv_dout[31:24]};			
        end
		STA_ROUND_DONE  	: begin
			cnt_round				<= #TCQ cnt_round + 8'd1;
		end
        STA_WRITING        	: begin
			out_snd_wr_en     		<= #TCQ 1'b1;
			out_snd_din				<= #TCQ tmp;
        end
		STA_COMPUTING_DONE	: begin
		    out_snd_wr_en     		<= #TCQ 1'b0;
			out_done     			<= #TCQ 1'b1;
		end
    endcase
end
endmodule
==> impl_results.html <==
<!-- implementation run metrics -->
<table>
<tr><th>Metric</th><th>Value</th></tr>
<tr><th colspan="2">Synth</th></tr>
<tr><td>Chip Area, Yosys</td><td>~4000 um2</td></tr>
<tr><td>Average cell area after synthesis</td><td>roughly 11 um2</td></tr>
<tr><td>Flops out of synthesis</td><td>~110</td></tr>
<tr><td>Async SR Flop Fraction</td><td>0</td></tr>
<tr><td>Synth unique cells</td><td>44</td></tr>
<tr><td>Total number of yosys warnings</td><td>1</td></tr>
<tr><td>Post-Synthesis Cells</td><td>around 350</td></tr>
<tr><td>Cell accounting for the most synthesized area</td><td>dfxtp_1</td></tr>
<tr><td>Most used flip-flop cell</td><td>dfxtp_1</td></tr>
<tr><td>Cell count in the Yosys report</td><td>around 350</td></tr>
<tr><td>Top post-synthesis cells by count</td><td>dfxtp_1, a21oi_1, nand2_1</td></tr>
<tr><td>Largest type area fraction</td><td>0.389</td></tr>
<tr><td>Post-synth tally of flip-flops with integrated enable</td><td>32</td></tr>
<tr><td>Leading cell type by number of instances after synthesis</td><td>dfxtp_1</td></tr>
<tr><td>Top cells by area, synth</td><td>dfxtp_1, edfxtp_1, a22o_1, a21oi_1, nand3_1</td></tr>
<tr><td>Cell area after synthesis</td><td>4010 um2</td></tr>
<tr><th colspan="2">Global routing</th></tr>
<tr><td>First-pass GRT wire length</td><td>roughly 12000 um</td></tr>
<tr><td>Maximum number of pins on one net before global-route repair</td><td>roughly 57</td></tr>
<tr><td>Number of antenna violations at the first check in global routing</td><td>0</td></tr>
<tr><td>Total GRT Usage</td><td>0.197</td></tr>
<tr><td>Vias in the first global route</td><td>2450</td></tr>
<tr><td>Remaining global-route overflow</td><td>0</td></tr>
<tr><th colspan="2">Route</th></tr>
<tr><td>Routed wire length per instance</td><td>roughly 14 um</td></tr>
<tr><td>DRC violation count after routing</td><td>0</td></tr>
<tr><td>Number of iterations in the first detailed-routing pass</td><td>4</td></tr>
<tr><td>Diode insertion count for antenna repair</td><td>0</td></tr>
<tr><td>Initial DRC Count</td><td>~110</td></tr>
<tr><td>Vias per inst</td><td>5.24</td></tr>
<tr><td>Routed Antenna Nets</td><td>0</td></tr>
<tr><td>Total length of routed wires</td><td>roughly 7400 um</td></tr>
<tr><td>Vias</td><td>2712</td></tr>
<tr><th colspan="2">Worst setup path</th></tr>
<tr><td>Arrival time at the worst endpoint</td><td>about 2500 ps</td></tr>
<tr><td>Nature of the critical path startpoint</td><td>input port</td></tr>
<tr><td>CP required</td><td>between 5000 and 6000 ps</td></tr>
<tr><td>CP Capture Type</td><td>flop</td></tr>
<tr><td>Crit path max fanout</td><td>56</td></tr>
<tr><td>Category of the critical setup timing path</td><td>input port to flop</td></tr>
<tr><th colspan="2">Timing</th></tr>
<tr><td>Count of endpoints without a timing constraint</td><td>3</td></tr>
<tr><td>Final critical-path share of the clock period</td><td>0.419</td></tr>
<tr><td>Unrepaired setup endpoints after global routing</td><td>no</td></tr>
<tr><td>Worst Tran Pin Value</td><td>759 ps</td></tr>
<tr><td>Final setup TNS</td><td>0 ps</td></tr>
<tr><td>Number of register pins that no clock reaches</td><td>3</td></tr>
<tr><td>Min Hold Slack</td><td>approximately 430 ps</td></tr>
<tr><td>Final slew viol count</td><td>0</td></tr>
<tr><td>Maximum achievable frequency</td><td>approximately 410 MHz</td></tr>
<tr><td>Total setup violations reported at the end of the flow</td><td>0</td></tr>
<tr><td>Worst slew margin relative to its limit</td><td>0.493</td></tr>
<tr><td>Post-layout minimum cycle time</td><td>approximately 2400 ps</td></tr>
<tr><td>Final hold violations</td><td>0</td></tr>
<tr><td>Post-Route Skew</td><td>around 15 ps</td></tr>
<tr><th colspan="2">Place</th></tr>
<tr><td>Placed wire-length estimate</td><td>approximately 4500 um</td></tr>
<tr><td>Tally of buffers added on design ports</td><td>a little under 70</td></tr>
<tr><td>Placed instance area</td><td>around 4700 um2</td></tr>
<tr><td>Global placement routability congestion</td><td>about 0.8</td></tr>
<tr><th colspan="2">Pwr</th></tr>
<tr><td>Int Power</td><td>0.980 mW</td></tr>
<tr><td>Combinational cell fraction of total power</td><td>0.038</td></tr>
<tr><td>Switching power total</td><td>around 0.28 mW</td></tr>
<tr><td>Leakage power of the design</td><td>1.66 nW</td></tr>
<tr><td>Final Power</td><td>1.26 mW</td></tr>
<tr><td>Part of the power in the clock network</td><td>0.327</td></tr>
<tr><td>Reg power frac</td><td>0.635</td></tr>
<tr><td>Sw Ratio</td><td>0.220</td></tr>
<tr><td>Power Dens Cells</td><td>roughly 260 nW/um2</td></tr>
<tr><td>Max IR drop VDD</td><td>between 150 and 200 uV</td></tr>
<tr><th colspan="2">Floorplanning</th></tr>
<tr><td>Chip footprint</td><td>around 8400 um2</td></tr>
<tr><td>Overall die height</td><td>between 90 and 100 um</td></tr>
<tr><td>Top-level I/O count</td><td>about 70</td></tr>
<tr><td>Core utilization at floorplan</td><td>0.519</td></tr>
<tr><td>Die Span X</td><td>91.6 um</td></tr>
<tr><td>Row count</td><td>32</td></tr>
<tr><td>Total core area</td><td>7730 um2</td></tr>
<tr><th colspan="2">Clock tree</th></tr>
<tr><td>TritonCTS Buffers</td><td>9</td></tr>
<tr><td>Post-CTS Repair Setup Buffers</td><td>0</td></tr>
<tr><td>Buffer cell driving the clock tree root</td><td>clkbuf_8</td></tr>
<tr><td>CTS tree</td><td>done</td></tr>
<tr><td>Number of buffers between clock root and the deepest sink</td><td>2</td></tr>
<tr><td>Clk Latency, worst-skew pair</td><td>about 360 ps</td></tr>
<tr><td>Hold-fix buffers, CTS</td><td>0</td></tr>
<tr><td>Cts repair resizes</td><td>0</td></tr>
<tr><td>CTS clock-pin slew for the worst setup and hold paths</td><td>roughly 110 ps</td></tr>
<tr><td>H-Tree Level Count</td><td>3</td></tr>
<tr><th colspan="2">Run status</th></tr>
<tr><td>Result of the run</td><td>finished clean</td></tr>
<tr><th colspan="2">Finish</th></tr>
<tr><td>Post-route standard cell area excluding fillers</td><td>roughly 4900 um2</td></tr>
<tr><td>Share of layout cells above drive strength 1</td><td>0.0745</td></tr>
<tr><td>Final core utilization</td><td>0.629</td></tr>
<tr><td>Layout fillers</td><td>between 600 and 700</td></tr>
<tr><td>Area added between synthesis and finish</td><td>21.2%</td></tr>
<tr><th colspan="2">Run</th></tr>
<tr><td>MaxCap Viol Count</td><td>0</td></tr>
<tr><td>Count of tool warnings</td><td>27</td></tr>
<tr><th colspan="2">Hold path</th></tr>
<tr><td>Type of the tightest min-delay check</td><td>flop to flop</td></tr>
</table>
[logic make-up (layout without fill, tap and decap cells)]
group | after synthesis | after routing | synth area share
buffers and inverters | 32 | 94 | 0.0499
xor gates and xnor gates | 1 | 1 | 0.00218
and+or+nand+nor | 114 | 114 | 0.145
DFF | 110 | 110 | 0.629
adders and majority gates | 2 | 2 | 0.00624
latches | 3 | 3 | 0.0112
muxes | 2 | 2 | 0.00562
AOI/OAI and AO/OA | 90 | 90 | 0.151
[worst paths after layout]
path / startpoint / endpoint / slack, ps / depth (start not counted)
setup / recovery: Rst / tmp[10] / 3370 / 4
hold / removal: rcv_dout[8] / tmp[16] / 430 / 0
setup reg to reg: curr_state[1] / tmp[10] / 3690 / 3
hold reg to reg: rcv_dout[8] / tmp[16] / 430 / 0
[power by group through the flow]
stage         clock network [mW]  logic [mW]  registers [mW]
CTS                        0.424      0.0486           0.797
global route               0.455      0.0527           0.798
finish                     0.411      0.0479           0.797
[area by class of cell]
class,instances,area [um2],area share
flip-flops and latches,113,2570,0.529
inverters,4,15.0,0.00309
repair buffers,74,723,0.149
multi-input cells,209,1250,0.257
clock inverters,6,46.3,0.00953
clock buffers,10,128,0.0263
well taps,102,128,0.0263
[critical path, stage by stage]
cell and delay (ps):
buf_2 90, buf_4 300, nor3_2 440, buf_4 430
[per-layer routing]
layer / GRT usage / part of all wire / vias up / routed length (um)
li1: - / - / 1386 / -
met2: 0.287 / 0.46 / 51 / 3390
met3: 0.0434 / 0.045 / 8 / 337
met5: 0 / 0 / - / 0
met1: 0.339 / 0.48 / 1267 / 3590
met4: 0.0225 / 0.013 / 0 / 95
[layout by cell type, fill, tap and decap left out, types with 2 or more instances in the layout]
master / n
a21oi_1: 38
or4_1: 2
dfxtp_1: 77
clkdlybuf4s50_1: 68
dlxtn_1: 3
nand2b_1: 2
mux2_2: 2
o21ai_0: 10
inv_1: 4
nor2b_1: 8
nor3_1: 4
nand2_1: 36
a22o_1: 26
clkbuf_8: 9
edfxtp_1: 32
clkinvlp_4: 2
buf_4: 5
nor3b_1: 4
a22oi_1: 6
ha_1: 2
nor2_1: 11
nand3_1: 34
inv_6: 2
[state kept, by name, summed over array words and instances (netlist names)]
name / count
out_snd_din: 32
out_snd_wr_en: 1
out_rcv_rd_en: 1
rcv_dout: 32
out_done: 1
tmp: 32
cnt_round: 8
next_state: 3
curr_state: 3
[per-stage QoR]
step,instances,setup WS (ps)
global placement,502,3000
finish,518,3370
detailed placement,502,2980
floorplan,354,1520
global route,518,3250
CTS,518,3370
No activity file was given, so power comes from the tool's default toggle rates.
